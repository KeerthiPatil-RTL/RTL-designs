## run.sh

```bash
#!/bin/bash
# OpenROAD 26Q1-2900-gdf79404cd8, Yosys 0.63+post, stock flow scripts
make -C /OpenROAD-flow-scripts/flow DESIGN_CONFIG=/design/flow/config.mk WORK_HOME=/design/flow/orfs finish
```

## config.mk

```make
export PLATFORM = sky130hd
export DESIGN_NAME = cla_4bit
export DESIGN_NICKNAME = cla_4bit
export VERILOG_FILES = /design/flow/design.v
export SDC_FILE = /design/flow/constraint.sdc
export NUM_CORES = 4
export LEC_CHECK = 1
export CORE_AREA = 10 10 70 70
export DIE_AREA = 0 0 80 80
```

## constraint.sdc

```tcl
current_design cla_4bit

set clk_period 5.0
set clk_io_pct 0.2

create_clock -name clk0 -period $clk_period

set non_clock_inputs [all_inputs -no_clocks]
set_input_delay [expr $clk_period * $clk_io_pct] -clock clk0 $non_clock_inputs
set_output_delay [expr $clk_period * $clk_io_pct] -clock clk0 [all_outputs]
```

## design.v

```verilog
module cla_4bit (
    input  [3:0] A, B,
    input        Cin,
    output [3:0] Sum,
    output       Cout
);
    wire [3:0] G, P;  
    wire C1, C2, C3, C4;
    assign G = A & B;
    assign P = A ^ B;
    assign C1 = G[0] | (P[0] & Cin);
    assign C2 = G[1] | (P[1] & G[0]) | (P[1] & P[0] & Cin);
    assign C3 = G[2] | (P[2] & G[1]) | (P[2] & P[1] & G[0]) | (P[2] & P[1] & P[0] & Cin);
    assign C4 = G[3] | (P[3] & G[2]) | (P[3] & P[2] & G[1]) | (P[3] & P[2] & P[1] & G[0]) | (P[3] & P[2] & P[1] & P[0] & Cin);
    assign Sum[0] = P[0] ^ Cin;
    assign Sum[1] = P[1] ^ C1;
    assign Sum[2] = P[2] ^ C2;
    assign Sum[3] = P[3] ^ C3;
    assign Cout   = C4;
endmodule
```

==> results.txt <==
Notes on the physical implementation.

- The terminating pin of the worst hold path is Sum[3], for reference.
- Measured along the y axis, the die boundary spans ~80 um.
- The site row count is 21, for reference.
- Headroom to the max-slew limit came out at 0.888.
- The count of antenna-violating nets left after detailed routing is 0, for reference.
- The final tally of max-slew violations is 0, for reference.
- Setup repair after global routing left no endpoint under its margin.
- The largest total area in the synthesized netlist belongs to sky130_fd_sc_hd__ha_1.
- The layout summary lists the proportion of cells stronger than drive strength 1 as 0.0588.
- The final weighted congestion recorded by global placement is between 0.6 and 0.7.
- Dividing the final minimum period by the clock period gives 0.751.
- After layout, the clock buffer instance count stands at 0.
- According to the hold report, the worst path is of the primary input to primary output type.
- The worst-case vdd ir drop is 0.0000448 V, for reference.
- The synthesis-to-layout area growth is 116%, for reference.
- The post-synthesis instance area is between 150 and 200 um2, for reference.
- Synthesis instantiated 10 different standard cells from the library.
- The number of antenna violations at the first check in global routing is 0.
- The share of total power consumed by net switching is 0.322, for reference.
- The timing report shows the most common cell along the critical path to be sky130_fd_sc_hd__clkdlybuf4s50_1.
- The cell count after synthesis came out at 20.
- There are 0 flip-flops and latches.
- The critical path data arrival time is 2.76 ns, for reference.
- In this design, the stage delay of the slowest critical-path cell is roughly 0.50 ns.
- The number of max-cap violations is 0, for reference.
- The detailed placement HPWL is 519 um, for reference.
- The number of I/O port buffers is 14, for reference.
- The DRC violation total left in the routed layout is recorded as 0.
- The leakage power is between 0.15 and 0.2 nW, for reference.
- The stage logs contain a warning count of 33.
- The maximum clock frequency is 0.266 GHz, for reference.
- STA classifies the critical path endpoint as a primary output.
- The end-of-flow timing check tallies setup violations at 0.
- For reference, the top cells by area after synthesis are sky130_fd_sc_hd__ha_1 (37%), sky130_fd_sc_hd__fa_1 (12%), sky130_fd_sc_hd__xnor2_1 (10%).
- The floorplan die area is 6400 um2, for reference.
- The core utilization at floorplan is 0.0498, for reference.
- The final layout reports a setup TNS of 0 ns.
- The total number of vias is ~180, for reference.
- The buffers inserted during post-CTS setup optimization is 0, for reference.
- The transition time of the tightest slew-check pin is approximately 0.17 ns, for reference.
- The relative contribution of the clock network to total power is 0, for reference.
- The share of the synthesized area in the top cell type is 0.368, for reference.
- In this run the critical path is formed by clkdlybuf4s50_1, ha_1, a21o_1, a21oi_2, xnor2_1, clkdlybuf4s50_1.
- The post-synth area from yosys stat is between 150 and 200 um2, for reference.
- Of all nets on the critical path, the largest fanout is 3.
- Of the total power, combinational logic draws 1.000.
- The report gives the cell count of the worst hold path as 4.
- The area of the core region is between 3000 and 4000 um2, for reference.
- The internal portion of total power is 0.0261 mW, for reference.
- Measured on the finished design, the core utilization comes to 0.108.
- The critical path's slowest stage uses the library cell sky130_fd_sc_hd__clkdlybuf4s50_1.
- The hold path startpoint is B[3], for reference.
- The script computed a power per unit cell area of 104 nW/um2.
- Counting endpoints that fail hold in the final report gives 0.
- The average via count per standard cell is 2.19, for reference.
- The start-to-end type of the worst setup path is primary input to primary output, for reference.
- For this design the total switching power over the nets is 0.0124 mW.
- The post-route non-filler standard cell count is about 80, for reference.
- The leftover overflow at the end of global routing is 0, for reference.
- The first global-routing pass estimated 876 um of wire.
- The initial DRC count is 11, for reference.
- After clock tree synthesis, the flow added hold-fix buffers numbering 0.
- The placement-stage cell area is 368 um2, for reference.
- The number of global-route vias before repair came to roughly 180.
- The worst setup path is launched from a primary input.
- The routed design ends up with an antenna cell count of 0.
- The first-pass iteration count of the detailed router is 3, for reference.
- Measured along the x axis, the die boundary spans approximately 80 um.
- The total routing usage reported by global routing is 0.0173, for reference.
- The part of the total power dissipated in sequential elements is 0, for reference.
- The flow ran to the end, and the final reports show no timing, DRC or antenna violations.
- The area of all placed cells without fillers is ~370 um2, for reference.
- The number of cells after detailed placement is around 80, for reference.
- The number of top-level pins is 14, for reference.
- The routed wire length is 557 um, for reference.
- The worst path required time is 4.00 ns, for reference.
- Entering global routing, the biggest net connects 4 pins.
- The sequential cell area in the final layout is 0 um2, for reference.
- Once the clock tree was built, the resizer swapped 0 gates to a different size.
- The number of cells in the yosys synthesis report is 20, for reference.
- The mean routed wirelength per cell is 6.96 um, for reference.
- In this run the mean area of a mapped cell was roughly 8.5 um2.
- The routed design could run at a clock period as short as around 3.8 ns.
- The number of warnings issued by yosys is 0, for reference.
- The post-synthesis sequential area ratio is 0, for reference.
kinds of logic (layout without fill, tap and decap cells):
| kind of cell | after synthesis | after routing | synth area share |
|---|---|---|---|
| XOR/XNOR | 3 | 3 | 0.154 |
| adder cells (fa/ha/maj) | 6 | 6 | 0.485 |
| AND-OR/OR-AND | 6 | 6 | 0.250 |
| AND/OR/NAND/NOR | 1 | 1 | 0.0220 |
| buffers and inverters | 4 | 18 | 0.0882 |
cells in the final DEF, fill, tap and decap left out:
cell,count
sky130_fd_sc_hd__ha_1,5
sky130_fd_sc_hd__a21o_1,2
sky130_fd_sc_hd__xor2_1,1
sky130_fd_sc_hd__inv_1,4
sky130_fd_sc_hd__a21oi_1,2
sky130_fd_sc_hd__fa_1,1
sky130_fd_sc_hd__o21ai_2,1
sky130_fd_sc_hd__xnor2_1,2
sky130_fd_sc_hd__a21oi_2,1
sky130_fd_sc_hd__nand2_1,1
sky130_fd_sc_hd__clkdlybuf4s50_1,14
stage by stage:
step / hold slack [ns] / power, mW / worst slack (ns)
5_1_grt: 3.16 / 0.0435 / 1.14
4_1_cts: 3.09 / 0.0393 / 1.25
2_1_floorplan: 2.17 / 0.0139 / 2.28
3_5_place_dp: 3.09 / 0.0389 / 1.27
6_report: 3.08 / 0.0384 / 1.24
3_3_place_gp: 3.08 / 0.0382 / 1.29
cells in the mapped netlist:
cell type	instances
sky130_fd_sc_hd__xnor2_1	2
sky130_fd_sc_hd__a21o_1	2
sky130_fd_sc_hd__a21oi_2	1
sky130_fd_sc_hd__o21ai_2	1
sky130_fd_sc_hd__nand2_1	1
sky130_fd_sc_hd__inv_1	4
sky130_fd_sc_hd__a21oi_1	2
sky130_fd_sc_hd__fa_1	1
sky130_fd_sc_hd__xor2_1	1
sky130_fd_sc_hd__ha_1	5
cell type report:
cell class | count | area, um2
fillers | 408 | 3050
inverters | 4 | 15.0
multi-input cells | 16 | 155
well taps | 46 | 57.6
repair buffers | 14 | 140
critical path, delay by kind of cell:
family                   cells  cell delay (ns)
XOR/XNOR                     1             0.13
AND-OR/OR-AND                2             0.32
adder cells (fa/ha/maj)      1             0.33
buffers and inverters        2             0.96
routing by layer:
layer,GRT usage,wire (um),up-vias
li1,-,-,95
met1,0.0298,330,67
met2,0.0144,104,13
met3,0.0136,122,0
met4,0,0,0
met5,0,0,-
worst max-delay path by stage:
stage / start / end / slack [ns] / depth (start not counted)
after global routing: A[0] / Sum[3] / 1.14 / 6
final: A[0] / Sum[2] / 1.24 / 6
after CTS: A[0] / Sum[2] / 1.25 / 6
power groups by stage:
stage	Sequential (mW)	Combinational, mW	Clock [mW]
4_1_cts	0	0.0393	0
5_1_grt	0	0.0435	0
6_report	0	0.0384	0
Power and IR drop assume default switching activity.
