===== /design/flow/design.v =====
module bcd_adder (
    input  [3:0] A,    
    input  [3:0] B,    
    output reg [3:0] SUM  
);
    reg [4:0] temp;
    always @(*) begin
        temp = A + B;
        if (temp > 9)
            SUM = temp + 6;  
        else
            SUM = temp[3:0];  
    end
endmodule

===== /design/flow/run.sh =====
#!/bin/bash
# OpenROAD 26Q1-2900-gdf79404cd8, Yosys 0.63+post, stock flow scripts
make -C /OpenROAD-flow-scripts/flow DESIGN_CONFIG=/design/flow/config.mk WORK_HOME=/design/flow/orfs finish

===== /design/flow/config.mk =====
export PLATFORM = sky130hd
export DESIGN_NAME = bcd_adder
export DESIGN_NICKNAME = bcd_adder
export VERILOG_FILES = /design/flow/design.v
export SDC_FILE = /design/flow/constraint.sdc
export NUM_CORES = 4
export LEC_CHECK = 1
export CORE_AREA = 10 10 70 70
export DIE_AREA = 0 0 80 80

===== /design/flow/constraint.sdc =====
current_design bcd_adder

set clk_period 3.1
set clk_io_pct 0.2

create_clock -name clk0 -period $clk_period

set non_clock_inputs [all_inputs -no_clocks]
set_input_delay [expr $clk_period * $clk_io_pct] -clock clk0 $non_clock_inputs
set_output_delay [expr $clk_period * $clk_io_pct] -clock clk0 [all_outputs]

==> results.txt <==
Observations from the implementation run.

Worst setup path:
- The slowest stage of the critical path is the sky130_fd_sc_hd__or4_4 cell.
- The run puts the largest fanout on the critical path at 3.
- The run gives the start-to-end type of the worst setup path as in -> out.
- The run gives the endpoint class of the critical path as an output pin.
- The run puts the data required time at the worst endpoint at 2480 ps.
- The run puts the endpoint arrival time on the critical path at 2520 ps.
- For reference, the critical path cell chain is buf_6, ha_4, inv_2, fa_2, xor2_2, ha_2, and4b_4, or4_4, a32oi_2, buf_2.
- The run gives the delay of the slowest cell on the worst path as 430 ps.
- STA classifies the critical path startpoint as an input pin.

GRT:
- The via count of the first global-routing pass is 337.
- The run puts the total global routing track utilization at 2.96%.
- The run gives the initial antenna violation count as 0.
- The run gives the aggregate global routing overflow as 0.
- The run puts the largest net degree at the start of global routing at 5.
- The first global-routing pass estimated 1610 um of wire.

Timing:
- Hold-check failures listed in the final report amount to 0.
- The run puts the count of final setup violators at 2.
- The run gives the actual transition at the worst max-transition pin as 370 ps.
- The run puts the final cycle utilization of the critical path at 101%.
- Setup repair after global routing could not meet its margin everywhere.
- The run puts the accumulated negative setup slack at -65.1 ps.
- Across all checked pins, the minimum headroom to the slew limit is 75.3%.
- Max-slew check failures listed in the final report amount to 0.
- The run puts the maximum clock frequency at 0.319 GHz.
- Counting I/O delays and the setup requirement, the final critical path takes 3140 ps.
- Hold timing on the final database bottoms out at a slack of 1830 ps.
- The run gives the worst path setup slack after routing as -38.4 ps.

Hold path:
- Looking at the hold checks, the worst path lands on SUM[2].
- The run gives the instance count along the most critical hold path as 6.
- The launch point of the worst min-delay path is recorded as A[0].
- The tightest min-delay check is of the in -> out type.

Cells and area:
- The run gives the flop count as 0.
- The run gives the synthesis-to-finish area growth as 121%.
- The run gives the utilization of the core after routing as 16.8%.
- The run puts the fraction of final layout cells sized beyond drive strength 1 at 63.6%.
- The run gives the number of fill cells in the layout as 393.
- The run puts the number of clock-tree buffers in the layout at 0.
- The run gives the combined flip-flop and latch cell area as 0 um^2.
- Among logic cells in the layout, the one with the most instances is sky130_fd_sc_hd__buf_4.
- The run gives the multi-input gate area in the final layout as 315 um^2.

Status:
- The checks that failed: negative setup slack.
- The run finished, with violations left.

Detailed routing:
- In this run the remaining antenna-violating nets after routing total 0.
- The run puts the iteration count of the initial detailed-routing pass at 3.
- For this run, design rule violations remaining after detail routing come to 0.
- The run puts the average wire per standard cell at 9.07 um.
- The run puts the total wire length after detailed routing at 916 um.
- The detailed router finished its first iteration with 9 violations.
- The run puts the vias after detailed routing at 323.
- The run gives the post-detailed-route via-to-cell ratio as 3.20.
- The routed design ends up with an antenna cell count of 0.

Floorplan:
- In this run the full chip footprint comes out at 6400 um^2.
- The run puts the top-level port count at 12.
- The run gives the number of rows created at floorplan as 21.
- The run puts the floorplan die height at 80 um.
- The run gives the area inside the core boundary as 3420 um^2.
- The run puts the floorplan die width at 80 um.
- The run puts the starting density of the core at 7.62%.

Logic synthesis:
- Per the Yosys statistics, synthesis produced 32 cells.
- The run gives the count of cell types in the netlist as 21.
- The run gives the register share after synthesis as 0%.
- The run gives the area share of the largest cell type after synthesis as 24.0%.
- The synthesis report lists the most area-consuming cells as sky130_fd_sc_hd__ha_1 (24%), sky130_fd_sc_hd__fa_1 (7.7%), sky130_fd_sc_hd__inv_1 (5.8%), sky130_fd_sc_hd__and4b_4 (5.3%), sky130_fd_sc_hd__a22oi_2 (4.8%).
- Yosys reports a chip area of 260 um^2.
- The run puts the mean post-synth cell area at 8.13 um^2.
- The run puts the area of the mapped netlist at 260 um^2.
- Synthesis produced a netlist whose cell count is 32.
- The synthesis report lists the Yosys warning total as 1.
- Of all cell types, the one taking the most synthesized area is sky130_fd_sc_hd__ha_1.

Pwr:
- The run gives the leakage power of the design as 0.000228 uW.
- The run gives the worst supply voltage drop on vdd as 0.0952 mV.
- Dividing total power by cell area gives a power density of 238 nW/um^2.

Place:
- Summed over all nets, the half-perimeter wirelength after detailed placement is 757 um.
- The run puts the count of port buffers added during placement at 12.
- The run puts the final weighted congestion of routability-driven global placement at 0.836.

Clocking:
- The run puts the hold-fix buffer count after cts at 0.

Flow run:
- The run puts the number of warning messages in the logs at 34.
- The run puts the total of max-cap violations at 0.
## report_power, final
part / switching (uW) / internal [uW] / total (uW)
clock: 0 / 0 / 0
combinational: 55.9 / 81.1 / 137
sequential: 0 / 0 / 0
## cell families (layout without fill, tap and decap cells)
| family | after synthesis | count (layout) | synth area share (%) |
|---|---|---|---|
| adder cells (fa/ha/maj) | 6 | 6 | 31.7 |
| AND-OR/OR-AND | 9 | 9 | 27.4 |
| buffers and inverters | 4 | 27 | 5.77 |
| XOR/XNOR | 2 | 2 | 6.73 |
| AND/OR/NAND/NOR | 11 | 11 | 28.4 |
## per-stage QoR
step,cells,setup slack [ps],power (uW),instance area (um^2)
2_1_floorplan,32,23.0,58.0,268
3_3_place_gp,100,-962,123,520
3_5_place_dp,100,-1010,125,520
4_1_cts,100,-112,132,561
5_1_grt,101,-164,152,574
6_report,101,-38.4,137,574
## how the worst max path moves through the flow
stage | from | to | slack, ps | cells past startpoint
finish | B[0] | SUM[2] | -40 | 10
global route | B[0] | SUM[2] | -160 | 10
CTS | B[0] | SUM[2] | -110 | 10
## layer usage
layer / vias up / part of all wire [%] / track usage, %
met5: - / 0 / 0
met4: 0 / 0 / 0
met3: 0 / 9.9 / 0.909
met2: 11 / 32 / 3.85
met1: 146 / 58 / 4.76
li1: 166 / - / -
## synthesized netlist by cell type, drive strengths merged
| library cell | count |
|---|---|
| and4b | 1 |
| a21oi | 1 |
| a32oi | 1 |
| xor2 | 1 |
| nor2b | 1 |
| ha | 5 |
| inv | 4 |
| nor3 | 1 |
| o21a | 1 |
| o21bai | 1 |
| fa | 1 |
| nor4b | 1 |
| o21ai | 2 |
| or4 | 1 |
| a22oi | 1 |
| a2bb2oi | 1 |
| nand3 | 1 |
| a211oi | 1 |
| nor2 | 2 |
| xnor2 | 1 |
| nand2 | 3 |
## critical path, delay by kind of cell
| kind | cells | cell delay [ps] |
|---|---|---|
| adders and majority gates | 3 | 700 |
| buffers and inverters | 3 | 220 |
| and+or+nand+nor | 2 | 640 |
| xor gates and xnor gates | 1 | 170 |
| AOI/OAI and AO/OA | 1 | 160 |
## cell type report
type | instances | area share [%]
multi-input cells | 28 | 54.9
repair buffers | 23 | 32.5
inverters | 4 | 2.61
well taps | 46 | 10.0
## what timing repair did
item / 4_1_cts / 5_1_grt
buffers inserted: 0 / 1
setup endpoints to repair: 3 / 3
pin swaps: 7 / 4
resized: 35 / 5
Power is estimated from default activity; no workload was simulated.
