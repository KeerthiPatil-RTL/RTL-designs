### /design/flow/run.sh
#!/bin/bash
# OpenROAD 26Q1-2900-gdf79404cd8, Yosys 0.63+post, stock flow scripts
make -C /OpenROAD-flow-scripts/flow DESIGN_CONFIG=/design/flow/config.mk WORK_HOME=/design/flow/orfs finish
### /design/flow/config.mk
export PLATFORM = sky130hd
export DESIGN_NAME = comp4bit_eqn
export DESIGN_NICKNAME = comp4bit_eqn
export VERILOG_FILES = /design/flow/design.v
export SDC_FILE = /design/flow/constraint.sdc
export NUM_CORES = 4
export LEC_CHECK = 1
export CORE_AREA = 10 10 70 70
export DIE_AREA = 0 0 80 80
### /design/flow/constraint.sdc
current_design comp4bit_eqn

set clk_period 2.1
set clk_io_pct 0.2

create_clock -name clk0 -period $clk_period

set non_clock_inputs [all_inputs -no_clocks]
set_input_delay [expr $clk_period * $clk_io_pct] -clock clk0 $non_clock_inputs
set_output_delay [expr $clk_period * $clk_io_pct] -clock clk0 [all_outputs]
### /design/flow/design.v
module comp4bit_eqn (
    input  [3:0] A, B,
    output G, E, L
);
assign E = (A[3] ~^ B[3]) & 
           (A[2] ~^ B[2]) & 
           (A[1] ~^ B[1]) & 
           (A[0] ~^ B[0]);
assign G = (A[3] & ~B[3]) |
           (A[2] & ~B[2] & (A[3] ~^ B[3])) |
           (A[1] & ~B[1] & (A[3] ~^ B[3]) & (A[2] ~^ B[2])) |
           (A[0] & ~B[0] & (A[3] ~^ B[3]) & (A[2] ~^ B[2]) & (A[1] ~^ B[1]));
assign L = (~A[3] & B[3]) |
           (~A[2] & B[2] & (A[3] ~^ B[3])) |
           (~A[1] & B[1] & (A[3] ~^ B[3]) & (A[2] ~^ B[2])) |
           (~A[0] & B[0] & (A[3] ~^ B[3]) & (A[2] ~^ B[2]) & (A[1] ~^ B[1]));
endmodule
==> flow_metrics.tcl <==
# implementation run metrics
set metrics [dict create \
    status "finished, final reports clean" \
    n_antenna_cell 0 \
    post_drt_wl_per_cell_um 6.417 \
    layout_setup_ws_ns 0.05844 \
    ctsHoldBuffers 0 \
    fp-utilization_pct 5.055 \
    ys_seq_share_pct 0 \
    path_cells "dlygate4sd2_1 > inv_2 > ha_4 > and4_1 > clkdlybuf4s50_1" \
    area_growth_pct 130.4 \
    top_cells_by_area "ha_1 58%, inv_1 17%, a21oi_1 12%, o21ai_1 5.8%, and4_1 5.1%" \
    path_max_fanout 4 \
    dp_hpwl_um 469.3 \
    overflow 0 \
    core_sq_um 3416 \
    p_leak_uw 0.0001984 \
    vias_per_cell 2.226 \
    max-vdd-ir-drop_mv 0.01764 \
    syn_area_sq_um 172.7 \
    top_area_share_pct 57.97 \
    antenna_found_initial 0 \
    wirelength_um 539 \
    gr-usage-all-layers_pct 1.616 \
    grt_pass1_wl_um 869 \
    setup_viol 0 \
    power.net_switching_uw 23.28 \
    post_dp_cell_area_sq_um 362.8 \
    preCtsSetupSlack_ns -0.2987 \
    seq_cell_count 0 \
    crit_arrival_ns 1.62 \
    synth_warnings 0 \
    crit_slowest_cell "clkdlybuf4s50_1" \
    min_path_type "input pin to output port" \
    clock_buffer_count 0 \
    grt_pass1_vias 194 \
    max_slew_margin_pct 89.55 \
    crit_start "A[3]" \
    regArea_sq_um 0 \
    rsz0062_at_grt "false" \
    drc 0 \
    min_from "B[3]" \
    antenna_left 0 \
    port_buffers 11 \
    gp_congestion 0.7523 \
    postCtsSetupBuffers 0 \
    top_area_cell "ha_1" \
    rows 21 \
    path_class "input pin to output port" \
    die_area_sq_um 6400 \
    top_level_ports 11 \
    drtPass1Iterations 2 \
    fin_area_sq_um 397.9 \
    netSwitchingFraction_pct 40.87 \
    netlist_instances 24 \
    slew_violations 0 \
    routed-via-count 187 \
    post-route-util_pct 11.65 \
    power.density_nw_per_um2 143.2 \
    synth_cell_types 6 \
    p_comb_share_pct 100.0 \
    start_kind "input pin" \
    max_freq_ghz 0.4898 \
    power_frac_seq_pct 0 \
    cap_violations 0 \
    drt-initial-drc-count 4 \
    end_kind "output port" \
    period_needed_ns 2.042 \
    hold_viol_final 0 \
    critPathRequiredTime_ns 1.68 \
    p_clk_share_pct 0 \
    drive_above_1_share_pct 26.32 \
    tightest_slew_ns 0.1568 \
    warning_count 36 \
    die-width_um 80 \
    worst_path_largest_cell_delay_ns 0.46 \
    post-route-period-util_pct 97.22 \
    grt_max_degree 5 \
    final.setup.tns_ns 0 \
    ys_cells 24 \
    internal-power_uw 33.68 \
    syn_area_per_cell_sq_um 7.194 \
    synth.cells.most_frequent "8 x ha_1, 8 x inv_1, 4 x a21oi_1, 2 x o21ai_1" \
    fp.dieH_um 80 \
    yosys_area_sq_um 172.7 \
]
what timing repair did:
| action | CTS | global route |
|---|---|---|
| resized | 13 | 4 |
| setup endpoints to repair | 3 | 1 |
| endpoints found under the hold margin | 0 | 0 |
| pin swaps | 4 | 0 |
per-layer routing:
metal / global-route usage [%] / vias up / routed length [um]
li1: - / 104 / -
met1: 2.109 / 77 / 250
met2: 2.970 / 6 / 247
met3: 0.1136 / 0 / 40
met4: 0 / 0 / 0
met5: 0 / - / 0
power by group through the flow:
stage / Clock, uW / Combinational (uW) / Sequential (uW)
after global routing: 0 / 66.1 / 0
final: 0 / 57.0 / 0
after CTS: 0 / 52.8 / 0
worst paths after layout:
check / endpoint / cells after the start
worst max-delay path: E / 5
worst min-delay path: L / 5
cell families (layout without fill, tap and decap cells):
family / after synthesis / in the layout / share of synthesized area (%)
compound gates: 6 / 6 / 17.39
fa+ha+maj: 8 / 8 / 57.97
buf+inv: 8 / 22 / 17.39
simple gates: 2 / 2 / 7.245
layout make-up:
type,count,area (sq um)
fill,397,3018
timing repair buffer,14,123.9
tap,46,57.56
inverter,8,30.03
multi-input combinational,16,186.4
cell usage in the layout, fill, tap and decap left out:
cell type,synthesis,routed
o21ai_1,2,1
inv_1,8,6
clkdlybuf4s50_1,0,1
dlymetal6s2s_1,0,1
o21ai_2,0,1
dlygate4sd2_1,0,9
buf_4,0,3
and4_1,1,1
nand2_2,0,1
a21oi_1,4,4
ha_4,0,3
inv_2,0,2
ha_1,8,5
metrics by stage:
step	instances	hold slack, ns	power, uW
after detailed placement	84	2.031	53.66
after global routing	84	1.457	66.07
after floorplan	24	1.017	18.08
after CTS	84	1.578	52.81
final	84	1.391	56.96
after global placement	84	2.044	53.37
worst max-delay path: cells and delay by family:
kind	cells	cell delay, ns
buffers and inverters	3	0.74
adders and majority gates	1	0.27
and+or+nand+nor	1	0.18
No activity file was given, so power comes from the tool's default toggle rates.
